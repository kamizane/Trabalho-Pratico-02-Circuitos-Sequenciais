<file path="/design/flow/design.v">
module maquina(
    input clk, reset, insere,
    input [4:1] numero,
    output reg LED =0,
    output reg A, B, C, D, E, F, G
);
    parameter inicial = 4'b0000;
    parameter cinco = 4'b0001;
    parameter nove = 4'b0010;
    parameter zero = 4'b0011;
    parameter nove_final= 4'b0100;
    parameter oito = 4'b0101;
    parameter um = 4'b1100;
    parameter falha = 4'b1111;
    reg [3:0] estado;
    reg [3:0] proximo_estado;
    always @(posedge clk) begin
        if (reset == 1'b0)  begin
            estado <= inicial;
        end
        else begin 
            estado <= proximo_estado;
        end
    end
    always @(negedge insere) begin
        case (estado)
            um:
                proximo_estado = um;
            falha:
                proximo_estado = falha;
            inicial:
                if (numero == 4'b0101) proximo_estado = cinco;
                else begin
                    if (LED) proximo_estado = falha;
                    else begin
                        proximo_estado = inicial;
                        LED = 1'b1;
                    end
                end
            cinco:
                if (LED) begin
                    if (numero == 4'b1001) proximo_estado = nove;
                    else                proximo_estado = falha;
                end
                else begin
                    if (numero == 4'b1001) proximo_estado = nove;
                    else begin
                        proximo_estado = cinco;
                        LED = 1;
                    end
                end
            nove:
                if (LED) begin
                    if (numero == 4'b0000) proximo_estado =zero;
                    else                proximo_estado = falha;
                end
                else begin
                    if (numero == 4'b0000) proximo_estado =zero;
                    else begin
                        proximo_estado = nove;
                        LED = 1;
                    end
                end
            zero: begin
                if (LED) begin
                    if (numero == 4'b1001) proximo_estado = nove_final;
                    else                proximo_estado = falha;
                end
                else begin
                    if (numero == 4'b1001) proximo_estado = nove_final;
                    else begin
                        proximo_estado = zero;
                        LED = 1;
                    end
                end
            end
            nove_final:
                if (LED) begin
                    if (numero == 4'b1000) proximo_estado = oito;
                    else                proximo_estado = falha;
                end
                else begin
                    if (numero == 4'b1000) proximo_estado = oito;
                    else begin
                        proximo_estado = nove_final;
                        LED = 1;
                    end
                end
            oito:
                if(LED) begin
                    if (numero == 4'b0001) proximo_estado = um;
                    else                proximo_estado = falha;
                end
                else begin
                    if (numero == 4'b0001) proximo_estado = um;
                    else begin
                        proximo_estado = oito;
                        LED = 1;
                    end
                end
            default:
                proximo_estado = inicial;
        endcase
		  if (reset == 1'b0) begin
					proximo_estado = inicial;
					LED = 0;
			end
    end
    always @(clk) begin
		  if (reset == 1'b0) begin
			A <= 1'b0;
            B <= 1'b0;
            C <= 1'b0;
            D <= 1'b0;
            E <= 1'b0;
            F <= 1'b0;
            G <= 1'b1;
		  end
        else if (estado == um & LED == 1) begin
            A <= 1'b0;
            B <= 1'b0;
            C <= 1'b1;
            D <= 1'b1;
            E <= 1'b0;
            F <= 1'b0;
            G <= 1'b0;
        end
        else if (estado == um & LED == 0) begin
            A <= 1'b0;
            B <= 1'b1;
            C <= 1'b0;
            D <= 1'b0;
            E <= 1'b1;
            F <= 1'b0;
            G <= 1'b0;
        end
        else if (estado == falha) begin
            A <= 1'b0;
            B <= 1'b1;
            C <= 1'b1;
            D <= 1'b1;
            E <= 1'b0;
            F <= 1'b0;
            G <= 1'b0;
        end
        else if (insere == 1'b0) begin
            A <= ~(((~numero[4])&numero[2])|((~numero[4])&(~numero[3])&(~numero[1]))|((~numero[4])&numero[3]&numero[1])|(numero[4]&(~numero[3])&(~numero[2])));
            B <= ~(((~numero[4])&(~numero[3]))|((~numero[3]&(~numero[2])))|((~numero[4])&(~numero[2])&(~numero[1]))|((~numero[4])&numero[2]&numero[1]));
            C <= ~(((~numero[3])&(~numero[2]))|((~numero[4])&numero[1])|((~numero[4])&numero[3]));
            D <= ~(((~numero[4])&(~numero[3])&(~numero[1]))|((~numero[4])&(~numero[3])&numero[2])|((~numero[4])&numero[2]&(~numero[1]))|(numero[4]&(~numero[3])&(~numero[2]))|((~numero[4])&(numero[3])&(~numero[2])&numero[1]));
            E <= ~(((~numero[3])&(~numero[2])&(~numero[1]))|((~numero[4])&numero[2]&(~numero[1])));
            F <= ~(((~numero[4])&(~numero[2])&(~numero[1]))|((~numero[4])&numero[3]&(~numero[2]))|((~numero[4])&numero[3]&(~numero[1]))|(numero[4]&(~numero[3])&(~numero[2])));
            G <= ~((numero[4]|((~numero[3])&numero[2])|(numero[2]&(~numero[1]))|(numero[3]&(~numero[2]))));
        end
    end
endmodule
</file>
<file path="/design/flow/run.sh">
#!/bin/bash
# OpenROAD 26Q1-2900-gdf79404cd8, Yosys 0.63+post, stock flow scripts
make -C /OpenROAD-flow-scripts/flow DESIGN_CONFIG=/design/flow/config.mk WORK_HOME=/design/flow/orfs finish
</file>
<file path="/design/flow/config.mk">
export PLATFORM = sky130hd
export DESIGN_NAME = maquina
export DESIGN_NICKNAME = maquina
export VERILOG_FILES = /design/flow/design.v
export SDC_FILE = /design/flow/constraint.sdc
export NUM_CORES = 4
export LEC_CHECK = 1
export CORE_AREA = 10 10 89 89
export DIE_AREA = 0 0 99 99
</file>
<file path="/design/flow/constraint.sdc">
current_design maquina

set clk_period 1.0
set clk_io_pct 0.2

create_clock -name clk0 -period $clk_period [get_ports {clk}]
create_clock -name clk1 -period $clk_period [get_ports {insere}]

set non_clock_inputs [all_inputs -no_clocks]
set_input_delay [expr $clk_period * $clk_io_pct] -clock clk0 $non_clock_inputs
set_output_delay [expr $clk_period * $clk_io_pct] -clock clk0 [all_outputs]
</file>
==> GITHUB_STEP_SUMMARY <==
### Yosys + OpenROAD results

| Metric | Value |
|---|---|
| Crit-path max FO | `1` |
| Post-Syn Area | `1076 um2` |
| Post-DP HPWL | `2.422 mm` |
| Crit-path cells | `dlxtn_1 -> buf_2` |
| IO Port Bufs | `13` |
| Commonest Layout Cell | `buf_4` |
| Max-Cap Viols | `0` |
| Crit start category | `latch` |
| Power density cells | `1680 nW/um2` |
| GR Overflow Total | `0` |
| Die X | `99 um` |
| Psw | `0.001001 W` |
| Clock Skew | `97.35 ps` |
| RSZ-0062 raised after global routing | `yes` |
| Antenna Nets Post-Route | `0` |
| Antenna diodes | `0` |
| Power Total | `0.003492 W` |
| Yosys Instances | `139` |
| Design area | `2078 um2` |
| Final wirelength | `4.060 mm` |
| Registers, synthesis | `16` |
| Number of OpenROAD warnings | `35` |
| Final Hold Vio Count | `0` |
| DR DRC count | `0` |
| Peak supply drop | `933.3 uV` |
| DRT iter0 DRCs | `132` |
| Yosys warns | `1` |
| Critical Path AT | `1950 ps` |
| Vias in the first global route | `1,473` |
| Status | `finished with violations` |
| Failing checks | `negative setup slack` |
| Die Ht | `99 um` |
| Largest net degree at the start of global routing | `13` |
| Critical-path top delay cell | `dlxtn_1` |
| Placer congestion estimate | `0.8953` |
| Count of library flops with an enable pin | `0` |
| Asr flop ratio synth | `0%` |
| Final setup fails | `25` |
| Vias per inst | `4.597` |
| Vias | `1,347` |
| Post-DP Area | `1524 um2` |
| GRT Total Usage | `8.151%` |
| WS Path Type | `latch -> out` |
| Layout cells sized above 1 | `57.80%` |
| Crit. End Element | `primary output` |
| CP peak stage delay | `350 ps` |
| Most instantiated logic cells after routing | `buf_4, clkbuf_8, buf_6` |
| Comb power frac | `31.7%` |
| Initial antenna violation count | `0` |
| Hold Path Class | `in -> latch` |
| Post-synth cell types | `50` |
| Int Pwr | `0.002491 W` |
| Pleak | `0.9325 nW` |
| Global-route wire length before repair | `6.844 mm` |
| Row count | `28` |
| Worst-Margin Slew | `282.7 ps` |
| Switching share of total power | `28.65%` |
| Post-Synthesis Cells | `139` |
| 1st-pass router iterations | `4` |
| Core Box Area | `5991 um2` |
| Chip area | `9801 um2` |
| Seq pwr share | `17.9%` |
| Syn avg cell area | `7.741 um2` |
| Min setup slack post-route | `-1153 ps` |
| Clock power share | `50.4%` |
| Final slew viol count | `0` |
| Synthesis area per yosys | `1076 um2` |
| # IOs | `15` |
| Routed WL per cell | `13.86 um` |
| Dominant Register Cell | `dfxtp_1` |
| Syn-to-layout area delta | `93.14%` |
| Final Util | `34.69%` |
| TritonCTS clock tree | `done` |
| Dpl ws | `-1333 ps` |
| Clk slew on worst S/H paths | `40 ps` |
| Max_slew headroom | `80.99%` |
| Worst EP required | `800 ps` |
| Starting Density | `17.96%` |
==> metal layers <==
layer	wire, um	global-route usage, %
met3	197	3.171
met1	1950	10.42
met4	75	3.308
met2	1837	11.97
met5	0	0
==> path summary, 6_finish.rpt <==
check / slack, ps / start / cells past startpoint / to
max: -1150 / D / 2 / D
min: 150 / numero[1] / 4 / F
max reg2reg: -700 / LED / 4 / E
min reg2reg: 340 / estado[3] / 2 / B
max in group clk1: -700 / LED / 4 / E
max in group gated: -280 / estado[1] / 7 / clock gate
min in group gated: 230 / reset / 3 / clock gate
min in group clk0: 890 / reset / 3 / estado[3]
==> worst max-delay path: cells and delay by family, from the launching register on <==
kind	cells	cell delay, ps
latches	2	350
buf+inv	1	80
==> cell type report <==
class,instances,area (um2)
Clock inverter,6,22.52
Fill cell,555,3913
Clock buffer,17,224.0
Timing Repair Buffer,71,580.6
Inverter,3,13.76
Tap cell,75,93.84
Multi-Input combinational cell,105,839.6
Sequential cell,16,304.0
==> synth_stat cells (all sizes together) (2+ instances only) <==
cell type   n  area, um2
o21ai      13      65.06
buf        12      68.82
nor2       12      45.04
a21oi       9      52.55
dfxtp       9      180.2
dlxtn       7      105.1
nand2       7      26.28
and2        6      37.54
nor2b       6      37.54
inv         4      15.01
or3         4      25.02
a31oi       3      18.77
nor3        3      15.01
o21a        3      22.52
or3b        3      26.28
a32oi       2      17.52
and3        2      12.51
clkbuf      2      7.510
mux2i       2      20.02
nand3b      2      15.01
nor4bb      2      20.02
o211a       2      20.02
o22ai       2      12.51
==> power by group through the flow <==
stage | Combinational [W] | Clock [W] | Sequential (W)
CTS | 0.000981 | 0.00177 | 0.000621
global route | 0.00120 | 0.00190 | 0.000640
finish | 0.00111 | 0.00176 | 0.000626
==> state kept, by name, summed over array words and instances (netlist names) <==
register / count
A: 1
B: 1
C: 1
D: 1
E: 1
F: 1
G: 1
LED: 1
estado: 4
proximo_estado: 4
==> kinds of logic after synthesis <==
kind of cell,share of synthesized area (%)
buf+inv,8.489
compound gates,31.40
mux,2.907
latches,9.767
flops,16.74
simple gates,30.70
==> what timing repair did <==
action	4_1_cts	5_1_grt
resized	71	22
hold buffers	0	0
setup endpoints to repair	25	23
pin swaps	19	12
buffers inserted	13	10
==> through the flow <==
step                      cells  hold WS, ps  TNS [ps]
final                       293        148.0    -15850
after global routing        293        163.0    -16850
after CTS                   286        160.2    -15420
after detailed placement    251        267.7    -18710
after global placement      251        280.9    -18760
after floorplan             139       -53.91     -9307
No activity file was given, so power comes from the tool's default toggle rates.
